**/design/flow/config.mk**
```make
export PLATFORM = sky130hd
export DESIGN_NAME = KeyPadInterpreter
export DESIGN_NICKNAME = KeyPadInterpreter
export VERILOG_FILES = /design/flow/design.v
export SDC_FILE = /design/flow/constraint.sdc
export NUM_CORES = 4
export LEC_CHECK = 1
export CORE_UTILIZATION = 50
```
**/design/flow/constraint.sdc**
```tcl
current_design KeyPadInterpreter

set clk_period 1.4
set clk_io_pct 0.2

create_clock -name clk0 -period $clk_period [get_ports {Clock}]

set non_clock_inputs [all_inputs -no_clocks]
set_input_delay [expr $clk_period * $clk_io_pct] -clock clk0 $non_clock_inputs
set_output_delay [expr $clk_period * $clk_io_pct] -clock clk0 [all_outputs]
```
**/design/flow/design.v**
```verilog
module KeyPadDecoder(
input [3:0] In, 
output reg [3:0] Out
);
always @(In) begin
	case (In)
		4'b0000: Out = 4'h1;
		4'b0001: Out = 4'h2;
		4'b0010: Out = 4'h3;
		4'b0011: Out = 4'hA;
		4'b0100: Out = 4'h4;
		4'b0101: Out = 4'h5;
		4'b0110: Out = 4'h6;
		4'b0111: Out = 4'hB;
		4'b1000: Out = 4'h7;
		4'b1001: Out = 4'h8;
		4'b1010: Out = 4'h9;
		4'b1011: Out = 4'hC;
		4'b1100: Out = 4'hF;
		4'b1101: Out = 4'h0;
		4'b1110: Out = 4'hE;
		4'b1111: Out = 4'hD;
     default: Out = 4'h1;
	endcase
end
endmodule
module KeyPadInterpreter(
input  Clock, 
input  ResetButton,
input  KeyRead, 			
input  [3:0] RowDataIn,
output KeyReady,			
output [3:0] DataOut,
output [3:0] ColDataOut,
output [3:0] PressCount
);
wire [3:0] KeyCode;
wire LFSRRst;
wire LFSRFlg;
LFSR25000			LFSR     (Clock, LFSRRst, LFSRFlg);
KeyPadScanner       Scanner  (ResetButton, Clock, RowDataIn, ColDataOut, LFSRRst, LFSRFlg, KeyCode, KeyReady, KeyRead);
PulseCounter		Count	 (ResetButton, Clock, KeyReady, PressCount);
KeyPadDecoder       Decoder  (KeyCode , DataOut);
endmodule
module KeyPadScanner(
input Reset,
input Clock, 
input [3:0] RowIn, 
output [3:0] ColOut, 
output reg LFSRReset, 
input LFSRFlg, 
output reg [3:0] RowColVector, 
output reg KeyRdy, 
input KeyRd
);
parameter Scan=2'b00, Calculate=2'b01, Analyize=2'b10, WaitForRead=2'b11;
reg [1:0] State;
reg [2:0] Counter;
reg [15:0] Data;
reg [3:0] Col;
reg [3:0] Sum;
reg ZeroChecker;
reg waitbit;
assign ColOut[0] = Col[0] ? 1'bz : 1'b0; 
assign ColOut[1] = Col[1] ? 1'bz : 1'b0; 
assign ColOut[2] = Col[2] ? 1'bz : 1'b0; 
assign ColOut[3] = Col[3] ? 1'bz : 1'b0; 
always @(posedge Clock, negedge Reset) begin
	if (Reset == 0) begin
		State <= Scan;
		Col <= 4'b0111;
		LFSRReset <= 0;
		KeyRdy <= 0;
		RowColVector <= 4'b1101;
		Counter <= 0;
		Data <= 16'hFFFF;
		Sum <= 0;
		ZeroChecker <= 0;
		waitbit <= 0;
	end
	else begin
		case(State)
			Scan: begin
				if(LFSRFlg == 1) begin
					case(Col)
						4'b0111: begin 
							if(waitbit == 1) begin
								Data[15:12] <= RowIn;
								Col <= 4'b1011;
								waitbit <= 0;
							end
							else waitbit <= 1;
						end
						4'b1011: begin
							if(waitbit == 1) begin
								Data[11:8] <= RowIn;
								Col <= 4'b1101;
								waitbit <= 0;
							end
							else waitbit <= 1;
						end
						4'b1101: begin
							if(waitbit == 1) begin
								Data[7:4] <= RowIn;
								Col <= 4'b1110;
								waitbit <= 0;
							end
							else waitbit <= 1;
						end
						4'b1110: begin
							if(waitbit == 1) begin
								Data[3:0] <= RowIn;
								Col <= 4'b0111;
								State <= Calculate;	
								waitbit <= 0;
							end
							else waitbit <= 1;
						end
						default: begin
							Col <= 4'b1110;
							Counter <= 0;
						end
					endcase
					LFSRReset <= 0;
				end
				else begin
					LFSRReset <= 1;
				end
			end
			Calculate: begin
				Sum <= ~Data[0] + ~Data[1] + ~Data[2] + ~Data[3]
					 + ~Data[4] + ~Data[5] + ~Data[6] + ~Data[7]
					 + ~Data[8] + ~Data[9] + ~Data[10] + ~Data[11]
					 + ~Data[12] + ~Data[13] + ~Data[14] + ~Data[15]; 
				State <= Analyize;
			end
			Analyize: begin
				if (ZeroChecker== 1'b1) begin
					if(Sum == 4'b0001) begin
						Counter <= Counter + 1'b1;
						if(Counter == 3'b100) begin
							case(Data)
								16'hFFFE : RowColVector <= 4'b0000; 
								16'hFFFD : RowColVector <= 4'b0100; 
								16'hFFFB : RowColVector <= 4'b1000; 
								16'hFFF7 : RowColVector <= 4'b1100; 
								16'hFFEF : RowColVector <= 4'b0001; 
								16'hFFDF : RowColVector <= 4'b0101; 
								16'hFFBF : RowColVector <= 4'b1001; 
								16'hFF7F : RowColVector <= 4'b1101; 
								16'hFEFF : RowColVector <= 4'b0010; 
								16'hFDFF : RowColVector <= 4'b0110; 
								16'hFBFF : RowColVector <= 4'b1010; 
								16'hF7FF : RowColVector <= 4'b1110; 
								16'hEFFF : RowColVector <= 4'b0011; 
								16'hDFFF : RowColVector <= 4'b0111; 
								16'hBFFF : RowColVector <= 4'b1011; 
								16'h7FFF : RowColVector <= 4'b1111; 
								default  : RowColVector <= 4'b0000; 
							endcase
							KeyRdy <= 1;
							State <= WaitForRead;
							Counter <= 0;
							ZeroChecker <= 0;
						end
					end
					else if (Sum == 4'b0000) begin 
						Counter <= 0;
						State <= Scan;
					end
					else begin 
						ZeroChecker <= 1'b0; 
						Counter <= 0; 
						State <= Scan;
					end
				end
				else if (Sum == 4'b0000) begin
					ZeroChecker <= 1'b1;
					State <= Scan;
				end
				else State <= Scan;
			end
			WaitForRead: begin
				if(KeyRd == 1) begin
					KeyRdy <= 0;
					LFSRReset <= 0;
					State <= Scan;
				end
			end 
			default: begin 
				State <= Scan;
				Col <= 4'b1110;
				LFSRReset <= 0;
				KeyRdy <= 1;
				RowColVector <= 4'b1111;
				Counter <= 0;
				Data <= 16'hFFFF;
				Sum <= 0;
			end
		endcase
	end
end
endmodule
module LFSR25000(
input Clock,
input Reset,
output reg Out
);
reg [14:0] LFSR;
always @(posedge Clock, negedge Reset) begin
	if(Reset==0) begin
		Out <= 0;
		LFSR <= 15'b111111111111111;
	end
	else begin
		LFSR[0] <= LFSR[13] ^ LFSR[14];
		LFSR[14:1] <= LFSR[13:0];
		if(LFSR==15'b001000010001100) Out <= 1;
	end
end
endmodule
module PulseCounter(
input Reset,
input Clock,
input In, 
output [3:0] Out
);
reg [3:0] Counter;
reg toggle;
always @(posedge Clock, negedge Reset) begin
	if ( Reset == 0 ) 
		Counter <= 4'b0000;
	else begin
		if ((In==1) & (toggle==0)) begin
			Counter <= Counter + 1'b1;
			toggle <= 1;
	    end
		else if (In==0) begin
			toggle <= 0;
		end
	end
end
assign Out = Counter;
endmodule
```
**/design/flow/run.sh**
```bash
#!/bin/bash
# OpenROAD 26Q1-2900-gdf79404cd8, Yosys 0.63+post, stock flow scripts
make -C /OpenROAD-flow-scripts/flow DESIGN_CONFIG=/design/flow/config.mk WORK_HOME=/design/flow/orfs finish
```
==> qor.yml <==
outcome:
  status: "finished with violations"
  violations: "negative setup slack"
synth:
  yosys_warnings: 8
  postSynthSeqShare_pct: 43.44
  synth-edff-count: 1
  synth_area_leader_cell: "dfstp_2"
  ys.flop_type: "dfstp_2"
  top_cell: "nand2_1"
  synthTopCellsByCount: "nand2_1, dfstp_2, inv_1"
  synthesis.area_um2: 3577
  yosys-top-cells-area: "dfstp_2, dfrtp_1, fa_1, ha_1, nand2_1"
  syn_area_per_cell_um2: 10.52
  ys_types: 58
  async_flop_share_pct: 98.33
  ys_cells: 340
  yosys.area.top_type_share_pct: 27.91
  netlist_instances: 340
  ys.flops: 60
  ys_chip_area_um2: 3577
cts:
  cts_buffers: 9
  cts_num_sinks: 60
  path_clk_slew_ns: 0.07
  clock_path_buffers: 2
  cts-htree-levels: 3
  cts-root-buf: "clkbuf_8"
  postCtsHoldBufs: 0
  clock_latency_ns: 0.34
  cts_tree: "yes"
routing:
  diodes: 0
  final_antenna_net_count: 0
  drt_pass1_iterations: 4
  wl_per_cell_um: 14.47
  drt-initial-drc-count: 132
  drt-vias-per-instance: 5.192
  num_vias: 2819
  wl_um: 7857
  drcViolationCount: 0
floorplanning:
  fp_util_pct: 52.08
  io_pins: 20
  rows: 30
  chipWidth_um: 86.59
  fp.coreArea_um2: 6869
  die_height_um: 86.59
  die_area_um2: 7497
power_and_ir_drop:
  power_density_nw_per_um2: 722.7
  report.power.total_uw: 3706
  p_leak_uw: 0.002268
  vdd_ir_drop_max_uv: 687.2
critical_path:
  crit_slowest_cell: "dfstp_2"
  path_max_fanout: 2
  worstPathRequired_ns: 1.63
  cp.arrival_ns: 3.97
  path_class: "reg -> reg"
  slowest_delay_ns: 0.54
  cp_cell_sequence: "inv_2 > fa_1 > fa_1 > inv_2 > fa_1 > inv_2 > fa_1 > ha_4 > inv_2 > fa_2 > xnor2_1 > mux2_4"
  rrSetupSlack_ns: -2.34
  critPathLaunchType: "flop"
  endpoint_kind: "flop"
global_route:
  grt_max_degree: 44
  grt_usage_pct: 23.06
  global_route.overflow_total: 0
  grt_pass1_vias: 2768
  grt_pass1_wl_um: 12770
  antenna_found_initial: 0
placement:
  gp_congestion: 0.8992
  dp_hpwl_um: 5200
  place_area_um2: 4283
  io_buffer_count: 15
sta:
  post-route-period-util_pct: 267.1
  hold_viol: 0
  slew_viol_final: 0
  fmax_mhz: 267.4
  slew_headroom_pct: 62.74
  skew_ns: 0.009650
  rsz0062_at_grt: "yes"
  fin_crit_ns: 3.740
  worst_pin_slew_ns: 0.5589
  fin_ws_ns: -2.340
  setup_viol: 35
layout:
  regArea_um2: 1555
  drive_gt1_share_pct: 57.27
  nFillCells: 443
  syn_to_final_growth_pct: 43.37
  finalInstanceArea_um2: 5129
  logic_area_um2: 2186
run:
  tool_warnings: 35
  max-cap-violations: 0
worst_hold_path:
  hold_class: "in -> async"
==> power by group <==
group	internal [uW]	switching [uW]	total (uW)
logic	203	120	323
clock network	826	726	1550
registers	1800	30.1	1830
==> metrics by stage <==
stage	util (%)	worst slack, ns	TNS (ns)	hold WS, ns	cells
2_1_floorplan	-	-2.319	-9.125	-0.01559	343
3_3_place_gp	62.35	-2.308	-12.23	0.3564	495
3_5_place_dp	62.35	-2.340	-12.34	0.3560	495
4_1_cts	70.60	-2.345	-11.97	0.05666	533
5_1_grt	74.66	-2.480	-15.78	0.07252	543
6_report	74.66	-2.340	-12.89	0.03505	543
==> state kept, by name (all words and copies together) (netlist names), 3 cells and up <==
name / cells
Scanner.Col: 4
Count.Counter: 4
Scanner.Counter: 3
LFSR.LFSR: 15
Scanner.State: 4
Scanner.Sum: 4
Scanner.Data: 16
Scanner.RowColVector: 4
==> placed cells by master (no fill, tap or decap), types with 8 or more instances in the layout <==
master    instances
buf_4            69
dfstp_2          38
inv_1            25
buf_6            24
nand2_1          23
dfrtp_1          20
nand2_2          13
nand3_1          10
o21ai_2          10
mux2_4            9
fa_1              9
ha_1              9
clkbuf_8          9
o21ai_1           8
==> per-layer routing <==
layer | GRT usage (%) | wire length (um) | share of wire (%) | vias up
met4 | 4.394 | 155 | 2.0 | 0
met3 | 6.377 | 472 | 6.0 | 13
li1 | - | - | - | 1363
met5 | 0 | 0 | 0 | -
met2 | 34.85 | 3623 | 46 | 63
met1 | 35.80 | 3607 | 46 | 1380
==> area by class of cell <==
cell class	count	area share, %
Timing Repair Buffer	110	18.37
Multi-Input combinational cell	228	42.62
Inverter	33	2.464
Sequential cell	60	30.32
Clock inverter	7	1.464
Clock buffer	9	2.415
Tap cell	96	2.342
==> path summary, 6_finish.rpt <==
kind,start,endpoint,cells after the start
worst max-delay path,Scanner.Data[13],Scanner.Sum[2],12
worst min-delay path,ResetButton,Count.Counter[3],2
max in group asynchronous,Scanner.LFSRReset,LFSR.LFSR[8],1
worst min register to register,LFSR.LFSR[2],LFSR.LFSR[3],0
worst max register to register,Scanner.Data[13],Scanner.Sum[2],12
min in group clk0,ResetButton,Count.toggle,2
==> kinds of logic after synthesis <==
logic type | synth area share, %
AND/OR/NAND/NOR | 16.12
multiplexers | 5.422
other | 0.1048
adder cells (fa/ha/maj) | 11.19
XOR/XNOR | 3.708
flip-flops | 43.44
buffers and inverters | 8.150
AND-OR/OR-AND | 11.86
==> what timing repair did <==
item	in CTS	in global routing
setup endpoints to repair	31	36
buffers inserted	23	14
resized	77	66
pin swaps	32	21
gates cloned	0	1
==> critical path, delay by kind of cell (launching register included) <==
| kind | cells | cell delay [ns] |
|---|---|---|
| multiplexers | 1 | 0.26 |
| buffers and inverters | 4 | 0.17 |
| XOR/XNOR | 1 | 0.13 |
| flip-flops | 1 | 0.54 |
| adder cells (fa/ha/maj) | 6 | 2.53 |
No activity file was given, so power comes from the tool's default toggle rates.
